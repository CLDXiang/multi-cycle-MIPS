--- flow/design.v ---
`timescale 1ns / 1ps
module sevenseg(
    input logic clk, reset,
    input logic [31:0] digit,
    output logic [7:0] AN,
    output logic DP,
    output logic [6:0] A2G,
    input logic sign
    );
    logic [19:0] clkdiv;
    logic [2:0] s;
    logic [4:0] x;
    assign DP = 1;
    assign s = clkdiv[19:17];
    always_comb
    case(s)
        0: x = {1'b0, digit[3:0]};
        1: x = {1'b0, digit[7:4]};
        2: x = {sign, digit[11:8]};
        3: x = 5'h10;  
        4: x = {1'b0, digit[19:16]};
        5: x = {1'b0, digit[23:20]};
        6: x = {1'b0, digit[27:24]};
        7: x = {1'b0, digit[31:28]};
        default: x = {1'b0, digit[3:0]};
    endcase
    always_comb
        case(s)
            0: AN = 8'b1111_1110;
            1: AN = 8'b1111_1101;
            2: AN = 8'b1111_1011;
            3: AN = 8'b1111_0111;
            4: AN = 8'b1110_1111;
            5: AN = 8'b1101_1111;
            6: AN = 8'b1011_1111;
            7: AN = 8'b0111_1111;
            default: AN = 8'b1111_1110;
        endcase
    always @(posedge clk or posedge reset)
    begin
        if(reset == 1)
            clkdiv <= 0;
        else
            clkdiv <= clkdiv + 1;
    end
    always_comb
    case (x)
        5'h0: A2G = 7'b1000000; 
        5'h1: A2G = 7'b1111001; 
        5'h2: A2G = 7'b0100100; 
        5'h3: A2G = 7'b0110000; 
        5'h4: A2G = 7'b0011001; 
        5'h5: A2G = 7'b0010010; 
        5'h6: A2G = 7'b0000010; 
        5'h7: A2G = 7'b1111000; 
        5'h8: A2G = 7'b0000000; 
        5'h9: A2G = 7'b0010000; 
        5'hA: A2G = 7'b0001000; 
        5'hB: A2G = 7'b0000011; 
        5'hC: A2G = 7'b1000110; 
        5'hD: A2G = 7'b0100001; 
        5'hE: A2G = 7'b0000110; 
        5'hF: A2G = 7'b0001110; 
        5'h10: A2G = 7'b0110111;  
        5'h11: A2G = 7'b0111111;  
        default: A2G = 7'b1000000;
    endcase
endmodule
--- flow/run.sh ---
#!/bin/bash
# OpenROAD 26Q1-2900-gdf79404cd8, Yosys 0.63+post, stock flow scripts
make -C /OpenROAD-flow-scripts/flow DESIGN_CONFIG=/design/flow/config.mk WORK_HOME=/design/flow/orfs finish
--- flow/config.mk ---
export PLATFORM = sky130hd
export DESIGN_NAME = sevenseg
export DESIGN_NICKNAME = sevenseg
export VERILOG_FILES = /design/flow/design.v
export SDC_FILE = /design/flow/constraint.sdc
export NUM_CORES = 4
export LEC_CHECK = 1
export CORE_AREA = 10 10 99 99
export DIE_AREA = 0 0 109 109
--- flow/constraint.sdc ---
current_design sevenseg

set clk_period 3.1
set clk_io_pct 0.2

create_clock -name clk0 -period $clk_period [get_ports {clk}]

set non_clock_inputs [all_inputs -no_clocks]
set_input_delay [expr $clk_period * $clk_io_pct] -clock clk0 $non_clock_inputs
set_output_delay [expr $clk_period * $clk_io_pct] -clock clk0 [all_outputs]
==> results_dict.tcl <==
# implementation run metrics
set metrics [dict create \
    total_power_uw 560 \
    cp_slowest_cell "dfrtp_2" \
    cts_buffer_depth 2 \
    largestRegisters "clkdiv: 20 flops" \
    intPower_uw 430 \
    synthArstFlopShare 1.00 \
    crit_arrival_ps 2430 \
    worst_pin_slew_ps 737 \
    critPathKind "reg -> out" \
    postSynthCellCount 170 \
    place_area_um2 2350 \
    clk_latency_ps 250 \
    cts_max_level 1 \
    p_leak_nw 1.11 \
    grt_util_all_layers 0.0712 \
    critical-path-max-stage-delay_ps 440 \
    drt_iter0_drc 96 \
    drc_errors 0 \
    yosys_area_um2 1580 \
    setup_viol 0 \
    setup_ws_ps 49.5 \
    drv_slew 0 \
    slew_headroom 0.508 \
    rsz0062_at_grt "true" \
    gp_congestion 0.883 \
    layout.cells.most_common "buf_4" \
    initCoreUtil 0.204 \
    vias_per_cell 4.27 \
    synth-edff-count 0 \
    r2r_start "clkdiv[2]$_DFF_PP0_" \
    rows 32 \
    synth_flops 20 \
    p_sw_frac 0.232 \
    fin_tns_setup_ps 0 \
    die-area_um2 11900 \
    port_buffers 45 \
    grt_pass1_vias 1524 \
    period_needed_ps 3050 \
    combPwrFrac 0.240 \
    final_cell_area_um2 2610 \
    holdCritStartpoint "clkdiv[0]$_DFF_PP0_" \
    path_delay_family "simple AND/OR/NAND/NOR gates" \
    grt_max_degree 21 \
    post-dp-hpwl_mm 3.52 \
    syn_area_per_cell_um2 9.29 \
    fmax_mhz 328 \
    min_path_type "reg -> reg" \
    root_buffer "clkbuf_8" \
    synth.cell_area_um2 1580 \
    yosys_warnings 1 \
    drtAntennaViolNets 0 \
    max_flop_register "clkdiv" \
    critPathLaunch "clkdiv[17]$_DFF_PP0_" \
    syn2layout_area_growth_pct 65.5 \
    fp.dieW_um 109 \
    crit_chain "buf_4, or3_4, buf_4, or2_4, buf_4, a21oi_2, nor3_1, or3_1, buf_2" \
    cts_tree "built" \
    drt-wirelength-per-cell_um 12.9 \
    clock_power_share 0.294 \
    drive_gt1_frac 0.364 \
    cpMostUsedCell "buf_4" \
    synth.distinct_cells 49 \
    largest_reg_flops 20 \
    netlist.area_leader.share 0.317 \
    drt-total-wl_mm 4.57 \
    vdd_ir_drop_max_mv 0.111 \
    firstDrtPassIters 4 \
    ff_type "dfrtp_1" \
    outcome "completed" \
    cts_buffers 3 \
    clk_pin_slew_worst_paths_ps 70 \
    antenna_cells 0 \
    num_vias 1516 \
    cap_violations 0 \
    hold_viol 0 \
    area_leaders "dfrtp_1 (32%), xnor2_1 (6.7%), ha_1 (5.5%)" \
    core_um2 7730 \
    warnings 35 \
    skew_ps 0.667 \
    io_pins 51 \
    grt-ovfl-total 0 \
    die_h_um 109 \
    antenna_found_initial 0 \
    sequentialPowerShare 0.466 \
    critPathBufInv 4 \
    grt_pass1_wl_mm 7.16 \
    worst_ep_required_time_ps 2480 \
    finalClockPeriodUsage 0.984 \
    mostFrequentLayoutCells "buf_4 (39), clkdlybuf4s50_1 (26), nand2_1 (17), dfrtp_1 (17), nand3_1 (14)" \
    final_util 0.338 \
    crit_fanout 5 \
    clock-sinks 20 \
    largest_area_cell "dfrtp_1" \
    powerDensity_nw_per_um2 214 \
    pre_cts_slack_ps -569 \
    switchingPower_uw 130 \
    cp-start-kind "register" \
    ys_cells 170 \
    synth_seq_share 0.317 \
    endpoint_kind "primary output" \
]
[stage by stage]
stage                     hold WS (ps)  std cells
after floorplan                    422        170
after global placement             441        343
after detailed placement           447        343
after CTS                          455        353
after global routing               483        355
final                              448        355
[routing by layer]
layer  vias to the layer above  part of all wire  track usage
met4                         0             0.014       0.0132
li1                        767                 -            -
met1                       709              0.47       0.0988
met2                        36              0.48        0.118
met3                         4             0.044      0.00836
met5                         -                 0            0
[final timing paths]
path                                        end  depth (start not counted)  slack, ps
min reg2reg                 clkdiv[0]$_DFF_PP0_                          1        450
max                                      A2G[0]                          9         50
min in group asynchronous   clkdiv[4]$_DFF_PP0_                          2        790
min                         clkdiv[0]$_DFF_PP0_                          1        450
max reg2reg                clkdiv[19]$_DFF_PP0_                          6       1460
max in group asynchronous  clkdiv[17]$_DFF_PP0_                          2       1800
[worst register-to-register path, cell delays in order (launching register included)]
cell and delay, ps:
dfrtp_1 400, nand3_1 190, or3_1 440, inv_1 90, and3_1 200, nand3_1 100
xnor2_1 120
[kinds of logic after synthesis]
logic type,count (synthesis),share of synthesized area
DFF,20,0.317
adders and majority gates,7,0.0555
other,1,0.00237
muxes,11,0.0792
and+or+nand+nor,66,0.216
AOI/OAI and AO/OA,29,0.162
buffers and inverters,18,0.0682
xor gates and xnor gates,18,0.0998
[cell usage after synthesis, types with 2 or more instances]
library cell and number:
a21oi_2 2, dfrtp_1 20, inv_1 7, buf_2 2
inv_2 2, buf_6 3, xor2_1 6, xnor2_1 12
o22ai_1 3, a21oi_1 5, or3_1 3, and2b_1 2
nand3_1 17, mux2i_1 8, nor2_1 9, nor4_1 3
nor2b_1 2, nor3_1 2, nand4_1 3, mux2_1 2
and3_1 2, buf_4 4, ha_1 7, nand2_1 17
o211ai_1 3
[cell type report]
cell class | count | area, µm²
Clock buffer | 3 | 41.3
Fill cell | 756 | 5110
Inverter | 9 | 33.8
Multi-Input combinational cell | 132 | 1140
Sequential cell | 20 | 504
Tap cell | 102 | 128
Timing Repair Buffer | 89 | 767
[power groups by stage]
stage | Sequential [mW] | Combinational (mW) | Clock (mW)
6_report | 0.261 | 0.135 | 0.165
5_1_grt | 0.261 | 0.146 | 0.183
4_1_cts | 0.261 | 0.125 | 0.169
[what timing repair did]
item	CTS	global route
buffers inserted	7	3
endpoints found under the hold margin	0	0
pin swaps	18	10
hold buffers	0	0
endpoints found under the setup margin	7	7
resized	57	18
gates cloned	0	0
